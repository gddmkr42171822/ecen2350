`config.mk`:
```
export PLATFORM = sky130hd
export DESIGN_NAME = Metronome
export DESIGN_NICKNAME = Metronome
export VERILOG_FILES = /design/flow/design.v
export SDC_FILE = /design/flow/constraint.sdc
export NUM_CORES = 4
export LEC_CHECK = 1
export CORE_UTILIZATION = 30
```
`constraint.sdc`:
```
current_design Metronome

set clk_period 5.0
set clk_io_pct 0.2

create_clock -name clk0 -period $clk_period [get_ports {Clock}]

set non_clock_inputs [all_inputs -no_clocks]
set_input_delay [expr $clk_period * $clk_io_pct] -clock clk0 $non_clock_inputs
set_output_delay [expr $clk_period * $clk_io_pct] -clock clk0 [all_outputs]
```
`design.v`:
```
module Metronome(Clock, Button, Switch, Display1, Display2, Display3, Display4, Led);
	input Clock;
	input Button;
	input [7:0] Switch;
	output [0:7] Display1, Display2, Display3, Display4;
	output reg [9:0] Led;
	wire[3:0] Ones, Tens, Hundreds;
	reg NewClock;
	wire Start;
	wire Enable;
	wire [31:0] Step;
	wire [31:0] Timer;
	wire [31:0] CurrentTime;
	wire [15:0] BPMBinary;
	latchD latch2(Button, Clock, Start);
	BPMSelector BPMSet(Clock, Start, Switch, BPMBinary, Timer, Step, Enable);
	BCDConverter BCDConv(BPMBinary, Ones, Tens, Hundreds);
	SevenSegment SSeg1(Ones, Display1);
	SevenSegment SSeg2(Tens, Display2);
	SevenSegment SSeg3(Hundreds, Display3);
	SevenSegment SSeg4(0, Display4);
	integer i;
	reg [2:0] Y,y;
	parameter [2:0] S0 = 3'b000, S1 = 3'b001, S2 = 3'b010, S3 = 3'b011, S4 = 3'b100, S5 = 3'b101, S6 = 3'b110, S7 = 3'b111;
	initial begin
		y <= S0;
	end
	always@(posedge Clock)
	begin
		y <= Y;
		i <= (i + 1);
		if(i >=	Timer)
		begin	
			i <= 0;
			NewClock <= !NewClock;
		end
		if(Enable) begin
			case(y)
				S0: begin Led = 10'b0000110000; if(i >= Step) Y = S1; end
				S1: begin Led = 10'b0001111000; if(i >= Timer) Y = S2; end
				S2: begin Led = 10'b0011111100; if(i >= Step) Y = S3; end
				S3: begin Led = 10'b0111111110; if(i >= Timer) Y = S4; end
				S4: begin Led = 10'b1111111111; if(i >= Step) Y = S5; end
				S5: begin Led = 10'b0111111110; if(i >= Timer) Y = S6; end
				S6: begin Led = 10'b0011111100; if(i >= Step) Y = S7; end
				S7: begin Led = 10'b0001111000; if(i >= Timer) Y = S0; end
				default: Y = y;
			endcase
		end
		else begin
			Led = 10'b0000110000;
			Y = S0;
		end		
	end
endmodule
module BPMSelector(Clock, Start, Switch, BPMBinary, Timer, Step, Enable);
	input Clock;
	input Start;
	input [7:0] Switch;
	output reg [15:0] BPMBinary;
	output reg [31:0] Timer;
	output reg [31:0] Step;
	output reg Enable;
	always@(posedge Clock)
	begin
		case(Switch)
			8'b00000001: begin Timer = 32'd100000000; BPMBinary = 16'd15; Step = 32'd50000000; Enable = 1'b1; end
			8'b00000010: begin Timer = 32'd50000000; BPMBinary = 16'd30; Step = 32'd25000000; Enable = 1'b1; end
			8'b00000100: begin Timer = 32'd25000000; BPMBinary = 16'd60; Step = 32'd12500000; Enable = 1'b1; end
			8'b00001000: begin Timer = 32'd18750000; BPMBinary = 16'd80; Step = 32'd9375000; Enable = 1'b1; end
			8'b00010000: begin Timer = 32'd15000000; BPMBinary = 16'd100; Step = 32'd7500000; Enable = 1'b1; end
			8'b00100000: begin Timer = 32'd12500000; BPMBinary = 16'd120; Step = 32'd6250000; Enable = 1'b1; end
			8'b01000000: begin Timer = 32'd10000000; BPMBinary = 16'd150; Step = 32'd5000000; Enable = 1'b1; end
			8'b10000000: begin Timer = 32'd8333334; BPMBinary = 16'd180; Step = 32'd4166667; Enable = 1'b1; end
			default: begin Enable = 1'b0; BPMBinary=16'd0;end
		endcase		
	end
endmodule
module SevenSegment(BCD, Display);
	input [3:0] BCD;
	output reg [7:0] Display;
	always@(BCD)
	begin
		case(BCD)
			4'h0 : Display = 8'b00000011;
			4'h1 : Display = 8'b10011111;
			4'h2 : Display = 8'b00100101;
			4'h3 : Display = 8'b00001101;
			4'h4 : Display = 8'b10011001;
			4'h5 : Display = 8'b01001001;
			4'h6 : Display = 8'b01000001;
			4'h7 : Display = 8'b00011111;
			4'h8 : Display = 8'b00000001;
			4'h9 : Display = 8'b00001001; 
			default: Display = 8'b00000011;
		endcase
	end
endmodule
module latchD(D, Clock, Q);
	input D, Clock;
	output Q;
	reg [2:0] S;
	always@(posedge Clock)
	begin
		S[0] <= D;
		S[1] <= S[0];
		S[2] <= S[1];
	end
	assign Q = S[1]&~S[2];
endmodule
module BCDConverter(B, ones, tens, hundreds);
	input [15:0] B;
	output reg [3:0] ones, tens, hundreds;
	integer i;
	always @(B)
	begin
		ones = 4'd0;
		tens = 4'd0;
		hundreds = 4'd0;
		for(i = 15; i>=0; i = i - 1)
		begin
			if (hundreds >= 5)
				hundreds = hundreds + 3;
			if (tens >=5)
				tens = tens + 3;
			if (ones >= 5)
				ones = ones + 3;
			hundreds = hundreds << 1;
			hundreds[0] = tens[3];
			tens = tens << 1;
			tens[0] = ones[3];
			ones = ones << 1;
			ones[0] = B[i];
		end
	end
endmodule
```
`run.sh`:
```
#!/bin/bash
# OpenROAD 26Q1-2900-gdf79404cd8, Yosys 0.63+post, stock flow scripts
make -C /OpenROAD-flow-scripts/flow DESIGN_CONFIG=/design/flow/config.mk WORK_HOME=/design/flow/orfs finish
```
==> flow_metrics.tcl <==
# place-and-route summary
set metrics [dict create \
    diodes 0 \
    postSynthAreaPerCell_um2 8.61 \
    hold_path.class "flip-flop to flip-flop" \
    antenna_found_initial 0 \
    synth_seq_share 0.309 \
    slowest_delay_ps 390 \
    startpoint "BPMSet.BPMBinary[6]$_DFF_P_" \
    root_buffer "clkbuf_16" \
    gp_congestion 0.862 \
    power.leakage_nw 3.35 \
    area_growth_pct 35.9 \
    violations "setup timing" \
    tritoncts "yes" \
    relSlewSlack 0.598 \
    ys_types 75 \
    fp-row-count 48 \
    finalHoldViolCount 0 \
    dpl.hpwl_mm 8.48 \
    cpMostUsedCell "ha_4" \
    fin_cells 991 \
    die_h_um 137 \
    dp.cells 937 \
    logic_area_mm2 0.00380 \
    power_per_cell_area_mw_per_mm2 194 \
    io_pins 52 \
    dr.pass1.iters 4 \
    antenna_left 0 \
    grt_pass1_wl_mm 19.8 \
    cts_max_level 3 \
    ys_cells 633 \
    end_kind "output port" \
    setup.worst_path.start_class "flip-flop" \
    routed_via_density 4.71 \
    fillers 1649 \
    syn_inst 633 \
    cp_max_fo 4 \
    hp-start "Y[2]$_SDFFE_PN0P_" \
    drt_iter0_drc 233 \
    vdd_ir_drop_max_uv 178 \
    r2r_start "i[1]$_SDFF_PP0_" \
    drv_slew 0 \
    drcViolationCount 0 \
    yosys_warnings 6 \
    cp_slowest_cell "a311o_1" \
    setup_violations 18 \
    layout_top_cells "buf_4, nor2_1, ha_1" \
    worstSetupPathType "flip-flop to output port" \
    die_area_mm2 0.0187 \
    grt_pass1_vias 4245 \
    vias 4667 \
    drive_above_1_share 0.273 \
    fin_tns_setup_ps -10110 \
    fmax_ghz 0.173 \
    lay_top_count "buf_4" \
    synthFlopType "dfxtp_1" \
    grt_max_degree 28 \
    cp.arrival_ps 4790 \
    grtUsageTotal 0.132 \
    openroad.warnings 37 \
    rsz0062_at_grt "yes" \
    insertion_delay_ps 330 \
    clk_pin_slew_ps 60 \
    overflow 0 \
    maxCapViolCount 0 \
    edf_count 22 \
    cts.sinks 73 \
    core_mm2 0.0175 \
    status "finished with violations" \
    worstMarginPinSlew_ps 598 \
    cts_buffers 9 \
    cts_hold_buf 0 \
    min_period_ps 5790 \
    min_period_over_period 1.16 \
    setup_slack_ps -786 \
    ys.flops 73 \
    clock_skew_ps 7.00 \
    critical_path_required_ps 4000 \
    async_reset_ff_frac 0 \
    synth_area_mm2 0.00545 \
    die_w_um 137 \
    wire_per_inst_um 11.9 \
    fp_util 0.311 \
    ys_area_mm2 0.00545 \
    ff_latch_area_mm2 0.00169 \
    wl_mm 11.7 \
    clockBufferDepth 2 \
    port_buffers 36 \
]
flip-flops by register name (all words and copies together), names as in the netlist:
signal,flops
BPMSet.Step,22
y,3
Y,3
i,32
BPMSet.Enable,1
Led,4
BPMSet.BPMBinary,8
per-layer routing:
metal / track usage / routed length (um)
met1: 0.208 / 6180
met2: 0.198 / 5040
met3: 0.0227 / 429
met4: 0.00977 / 99
met5: 0 / 0
cells in the mapped netlist, types with 3 or more instances:
master	n	area, um^2
edfxtp_1	22	661
o22ai_1	3	18.8
mux2i_1	8	80.1
a211o_1	3	26.3
nand2_1	52	195
nor3_1	14	70.1
o21ai_0	20	100
nor2_1	68	255
a21oi_1	25	125
or4_1	3	22.5
buf_4	20	150
o21a_1	4	30.0
xor2_1	20	175
nor2b_1	15	93.8
a211oi_1	4	30.0
nand2b_1	10	62.6
clkbuf_1	13	48.8
o21ai_1	9	45.0
dfxtp_1	51	1020
nand4_1	11	68.8
and2_1	12	75.1
nand3_1	20	100
inv_1	45	169
o21bai_1	3	22.5
ha_1	65	813
or3_1	5	31.3
o211ai_1	5	37.5
buf_2	3	15.0
or2_2	3	18.8
and3_1	12	75.1
a21o_1	17	128
xnor2_1	15	131
path summary, 6_finish.rpt:
check                                    endpoint  slack [ps]  cells past startpoint
worst max-delay path                  Display2[4]        -790                     28
worst min-delay path                 y[2]$_DFF_P_         350                      0
worst max register to register  Y[2]$_SDFFE_PN0P_        2200                     13
worst min register to register       y[2]$_DFF_P_         350                      0
metrics by stage:
stage / power, mW / setup WS [ps] / hold WS, ps / util / area (um^2)
6_report: 1.44 / -786 / 347 / 0.422 / 7410
5_1_grt: 1.50 / -1050 / 356 / 0.422 / 7410
3_3_place_gp: 0.740 / -760 / 338 / 0.370 / 6490
3_5_place_dp: 0.740 / -854 / 337 / 0.370 / 6490
4_1_cts: 1.44 / -705 / 350 / 0.411 / 7200
2_1_floorplan: 0.702 / -729 / 331 / - / 5600
layout make-up:
type / count / area share
multi-input combinational: 492 / 0.513
sequential: 73 / 0.228
timing repair buffer: 138 / 0.152
clock buffer: 12 / 0.0390
tap: 225 / 0.0380
inverter: 47 / 0.0242
clock inverter: 4 / 0.00608
what timing repair did:
item | in CTS | in global routing
buffers inserted | 42 | 11
setup endpoints to repair | 20 | 20
resized | 89 | 27
pin swaps | 39 | 29
power breakdown:
part           internal (mW)  total [mW]  switching [mW]
sequential             0.616       0.620         0.00470
combinational         0.0643       0.124          0.0600
clock                  0.457       0.692           0.235
total                   1.14        1.44           0.300
critical path: cells and delay by family (launching register included):
kind / cells / cell delay, ps
AND/OR/NAND/NOR: 5 / 630
multiplexers: 2 / 220
buffers and inverters: 5 / 410
flip-flops: 1 / 350
AND-OR/OR-AND: 8 / 1470
XOR/XNOR: 2 / 310
adder cells (fa/ha/maj): 6 / 1050
cells by family (layout without fill, tap and decap cells):
family          Yosys count  count (layout)  synth area share
simple gates            235             235             0.211
compound gates          125             125             0.167
buf+inv                  84             201            0.0737
flops                    73              73             0.309
fa+ha+maj                65              65             0.149
xor+xnor                 37              37            0.0622
mux                      12              12            0.0262
other cells               2              18           0.00138
Power and IR drop assume default switching activity.
