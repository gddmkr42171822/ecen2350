<file path="flow/config.mk">
export PLATFORM = sky130hd
export DESIGN_NAME = deo_hex_adder
export DESIGN_NICKNAME = deo_hex_adder
export VERILOG_FILES = /design/flow/design.v
export SDC_FILE = /design/flow/constraint.sdc
export NUM_CORES = 4
export LEC_CHECK = 1
export CORE_AREA = 10 10 70 70
export DIE_AREA = 0 0 80 80
</file>
<file path="flow/constraint.sdc">
current_design deo_hex_adder

set clk_period 2.7
set clk_io_pct 0.2

create_clock -name clk0 -period $clk_period

set non_clock_inputs [all_inputs -no_clocks]
set_input_delay [expr $clk_period * $clk_io_pct] -clock clk0 $non_clock_inputs
set_output_delay [expr $clk_period * $clk_io_pct] -clock clk0 [all_outputs]
</file>
<file path="flow/design.v">
module deo_hex_adder(X, Y, SevenSX, SevenSY, Sum1, Sum2, SevenSS1, SevenSS2);
    input [3:0] X, Y;
	 output reg [3:0] Sum1, Sum2;
    output reg [6:0] SevenSX, SevenSY, SevenSS1, SevenSS2;
	 always @(X)
    begin
      case (X) 
        0: SevenSX = 7'b1000000;
        1: SevenSX = 7'b1111001;
        2: SevenSX = 7'b0100100;
        3: SevenSX = 7'b0110000;
        4: SevenSX = 7'b0011001;
        5: SevenSX = 7'b0010010;
        6: SevenSX = 7'b0000010;
        7: SevenSX = 7'b1111000;
        8: SevenSX = 7'b0000000;
        9: SevenSX = 7'b0010000;
        10: SevenSX = 7'b0001000; 
        11: SevenSX = 7'b0000011; 
        12: SevenSX = 7'b1000110; 
        13: SevenSX = 7'b0100001; 
        14: SevenSX = 7'b0000110; 
        15: SevenSX = 7'b0001110; 
		  default: SevenSX = 7'b1000000;
      endcase
    end
	 always @(Y)
    begin
      case (Y) 
        0: SevenSY = 7'b1000000;
        1: SevenSY = 7'b1111001;
        2: SevenSY = 7'b0100100;
        3: SevenSY = 7'b0110000;
        4: SevenSY = 7'b0011001;
        5: SevenSY = 7'b0010010;
        6: SevenSY = 7'b0000010;
        7: SevenSY = 7'b1111000;
        8: SevenSY = 7'b0000000;
        9: SevenSY = 7'b0010000;
        10: SevenSY = 7'b0001000; 
        11: SevenSY = 7'b0000011; 
        12: SevenSY = 7'b1000110; 
        13: SevenSY = 7'b0100001; 
        14: SevenSY = 7'b0000110; 
        15: SevenSY = 7'b0001110; 
		  default: SevenSY = 7'b1000000;
      endcase
    end
	always@(Y, X)
	begin
		{Sum2, Sum1} = Y+X;
	end
	always @(Sum1)
    begin
      case (Sum1) 
        0: SevenSS1 = 7'b1000000;
        1: SevenSS1 = 7'b1111001;
        2: SevenSS1 = 7'b0100100;
        3: SevenSS1 = 7'b0110000;
        4: SevenSS1 = 7'b0011001;
        5: SevenSS1 = 7'b0010010;
        6: SevenSS1 = 7'b0000010;
        7: SevenSS1 = 7'b1111000;
        8: SevenSS1 = 7'b0000000;
        9: SevenSS1 = 7'b0010000;
        10: SevenSS1 = 7'b0001000; 
        11: SevenSS1 = 7'b0000011; 
        12: SevenSS1 = 7'b1000110; 
        13: SevenSS1 = 7'b0100001; 
        14: SevenSS1 = 7'b0000110; 
        15: SevenSS1 = 7'b0001110; 
		  default: SevenSS1 = 7'b1000000;
      endcase
    end
	 always @(Sum2)
    begin
      case (Sum2) 
        0: SevenSS2 = 7'b1000000;
        1: SevenSS2 = 7'b1111001;
        2: SevenSS2 = 7'b0100100;
        3: SevenSS2 = 7'b0110000;
        4: SevenSS2 = 7'b0011001;
        5: SevenSS2 = 7'b0010010;
        6: SevenSS2 = 7'b0000010;
        7: SevenSS2 = 7'b1111000;
        8: SevenSS2 = 7'b0000000;
        9: SevenSS2 = 7'b0010000;
        10: SevenSS2 = 7'b0001000; 
        11: SevenSS2 = 7'b0000011; 
        12: SevenSS2 = 7'b1000110; 
        13: SevenSS2 = 7'b0100001; 
        14: SevenSS2 = 7'b0000110; 
        15: SevenSS2 = 7'b0001110; 
		  default: SevenSS2 = 7'b1000000;
      endcase
    end
endmodule
</file>
<file path="flow/run.sh">
#!/bin/bash
# OpenROAD 26Q1-2900-gdf79404cd8, Yosys 0.63+post, stock flow scripts
make -C /OpenROAD-flow-scripts/flow DESIGN_CONFIG=/design/flow/config.mk WORK_HOME=/design/flow/orfs finish
</file>
==> summary.txt <==
Synthesis and PnR results.

- The run finished, with violations left.
- The checks that failed: setup timing.
- The path class of the tightest hold or removal check is input pin to output pin.
- The power per unit of standard cell area is between 200 and 300 nW/um^2.
- The boundary pin count reads 44.
- The final global-route overflow total reads 0.
- The total of buffers placed on input and output ports is 38.
- There are 0 flip-flops and latches.
- The worst voltage drop across the vdd grid reads 175.0 uV.
- The synthesized area reads around 1100 sq um.
- The path type of the worst setup path reads input pin to output pin.
- The number of buffers inserted for hold repair after clock tree synthesis is 0.
- The post-route worst setup slack is -248.3 ps.
- The number of antenna violations at the first check in global routing is 0.
- The area added between synthesis and finish is 89.06%.
- The count of mapped cells out of synthesis reads 146.
- Registers take 0 sq um.
- The largest net degree at the start of global routing reads 15.
- The number of diodes added for antenna fixing is 0.
- The leakage power total reads 0.0009421 uW.
- The total wirelength of the detailed-routed design is approximately 3400 microns.
- The number of vias per cell after detailed routing reads around 4.6.
- The nature of the critical path endpoint is an output pin.
- The initial cell density of the core is just over 30%.
- The final critical-path required period reads between 2000 and 3000 ps.
- The cell sequence reported for the critical path is buf_8 -> ha_4 -> inv_2 -> fa_2 -> inv_2 -> ha_4 -> or4_4 -> and4_1 -> buf_2.
- The worst stage delay on the critical path is between 600 and 700 ps.
- The horizontal die dimension is ~80 microns.
- The DRC marker count from the first detailed-route iteration reads around 40.
- The required arrival time at the worst endpoint reads 2160 ps.
- Setup repair after global routing could not meet its margin everywhere.
- The synthesized netlist was found by Yosys to have ~150 cells.
- The portion of the post-synthesis area used by sequential elements reads 0%.
- The post-synthesis average cell area reads 7.284 sq um.
- The origin of the worst min-delay path reads Y[2].
- The final weighted congestion of routability-driven global placement is about 0.85.
- The count of endpoints failing hold in the final timing report is 0.
- Per the STA report, the cell with the highest stage delay on the worst path is sky130_fd_sc_hd__fa_2.
- The global-route wire length before repair is roughly 5500 microns.
- The number of optimization iterations in the first detailed-route pass reads 4.
- The final critical path takes up 109.2% of the cycle.
- The all-layer global routing usage is around a tenth.
- The total cell area reported by yosys after synthesis reads 1064 sq um.
- The first element of the critical path reads X[0].
- The overall via count from detail_route reads between 1,000 and 1,500.
- The library cells used most frequently in the layout, excluding fill and tap cells, are sky130_fd_sc_hd__buf_4 (44), sky130_fd_sc_hd__clkdlybuf4s50_1 (21), sky130_fd_sc_hd__ha_1 (15).
- On the critical path the data arrives at approximately 2400 ps.
- The number of global-route vias before repair was 1,215.
- The tally of OpenROAD warnings is approximately 50.
- The number of synthesis warnings is 1.
- The highest achievable clock rate reads 0.3392 GHz.
- Cells with a size suffix above 1 make up a little over two fifths of the layout.
- STA classifies the critical path startpoint as an input pin.
- The total die area reads approximately 6400 sq um.
- The critical-path maximum fanout reads 4.
- Max-cap violations in this run came to 0.
- The detailed placer's ending HPWL is ~2600 microns.
- The DRC violation count after routing reads 0.
- The max-slew violation count reads 0.
- Per the post-place timing report, worst setup slack is -1065 ps.
- The post-route antenna net violation count is 0.
- The filler cell count in the final layout is approximately 270.
- The layout has 0 clock buffers.
- The per-cell routed wire length reads around 13 microns.
- The floorplan step defined a core boundary enclosing about 3400 sq um.
- The count of unique library cells instantiated by Yosys reads approximately 40.
- Endpoints with negative setup slack in the final report add up to 6.
- The die is around 80 microns tall.
- The cell row count reads 21.
- The setup TNS after final layout is -849.3 ps.
- The most common logic cell in the final layout is sky130_fd_sc_hd__buf_4.
[cells in the mapped netlist (all sizes together) (2+ instances only)]
| master | count | area, sq um |
|---|---|---|
| inv | 11 | 41.29 |
| a21oi | 12 | 60.06 |
| nand2 | 13 | 48.80 |
| a31oi | 2 | 12.51 |
| o21ai | 8 | 40.04 |
| clkbuf | 3 | 11.26 |
| nor3b | 2 | 15.01 |
| o2bb2ai | 2 | 17.52 |
| nand2b | 4 | 25.02 |
| ha | 23 | 287.8 |
| a211oi | 2 | 15.01 |
| conb | 2 | 7.510 |
| mux2i | 9 | 90.09 |
| a2111oi | 3 | 32.53 |
| nor2b | 3 | 18.77 |
| a22o | 2 | 17.52 |
| buf | 14 | 101.3 |
| nor3 | 3 | 15.01 |
| nor2 | 12 | 47.55 |
[where the power goes]
part / switching [uW] / total, uW / leakage (uW) / internal (uW)
sequential: 0 / 0 / 0 / 0
combinational: 213 / 521 / 0.000942 / 307
clock: 0 / 0 / 0 / 0
[what timing repair did]
action / CTS / global route
setup buffers: 9 / 3
resized: 72 / 19
setup endpoints to repair: 29 / 14
endpoints found under the hold margin: 0 / 0
pin swaps: 14 / 11
[cell families (layout without fill, tap and decap cells)]
family,count (synthesis),in the layout,share of synthesized area (%)
and+or+nand+nor,43,43,20.12
xor gates and xnor gates,1,1,1.530
adders and majority gates,24,24,28.94
buffers and inverters,28,99,14.47
muxes,10,10,10.59
other,2,6,0.7061
AOI/OAI and AO/OA,38,38,23.65
[critical path, delay by kind of cell]
| kind | cells | cell delay [ps] |
|---|---|---|
| buffers and inverters | 4 | 290 |
| adder cells (fa/ha/maj) | 3 | 920 |
| AND/OR/NAND/NOR | 2 | 650 |
[final timing paths]
kind | to | slack [ps] | cells past startpoint
min | SevenSY[0] | 1590 | 4
max | SevenSS1[3] | -250 | 9
[per-layer routing]
metal  up-vias  global-route usage (%)  routed length (microns)
met5         -                       0                        0
met4         0                  0.3521                        0
met3         0                   1.023                      210
met2        24                   17.90                     1614
met1       565                   12.73                     1577
li1        652                       -                        -
[metrics by stage]
stage / instances / util (%) / power, uW / hold slack [ps] / area [sq um]
after floorplan: 150 / - / 191.6 / 1158 / 1106
after global placement: 255 / 50.26 / 421.6 / 2237 / 1717
after detailed placement: 255 / 50.26 / 421.1 / 2245 / 1717
after CTS: 264 / 56.81 / 491.1 / 1853 / 1941
after global routing: 267 / 58.86 / 569.6 / 1653 / 2011
final: 267 / 58.86 / 520.6 / 1589 / 2011
[layout make-up]
type                       count  area [sq um]  share of cell area, %
multi-input combinational    122          1159                  57.62
inverter                      11         41.29                  2.054
timing repair buffer          88         753.2                  37.46
tap                           46         57.56                  2.862
Power and IR drop assume default switching activity.
