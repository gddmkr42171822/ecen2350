===== design.v =====
module BCDcount(Clock, Pushbutton1, Pushbutton2, Pushbutton3, Clear, BCD0, BCD1, BCD2, BCD3, LED);
input Clear, Clock;
input Pushbutton1, Pushbutton2, Pushbutton3;
reg [24:0]clock_count;
output reg [3:0] BCD1, BCD0, BCD2, BCD3;
output reg LED;
always@(posedge Clock)
begin
	if(Clear)
		begin
		BCD0 <= 0;
		BCD1 <= 0;
		BCD2 <= 0;
		BCD3 <= 0;
		LED <= 0;
		clock_count <= 0;
		end
	else if (clock_count == 25000000) 
		begin
			clock_count <= 0;
			if (Pushbutton1==0) 
			begin
				if(BCD0 == 4'b1001)
					begin
					BCD0 <= 0;
					if(BCD1 == 4'b1001)
						begin
						BCD1 <= 0;
						if(BCD2 == 4'b1001)
							begin
							BCD2 <= 0;
							if(BCD3 ==4'b1001)
								begin
								BCD3 <= 0;
								LED <= 1;
								end
							else
								BCD3 <= BCD3 +1;
							end
						else
						BCD2 <= BCD2+1;
						end
					else
						BCD1 <= BCD1 +1;
					end
				else
					begin
					BCD0 <= BCD0+1;
					end
			end
			else if (Pushbutton2==0) 
			begin
				if(BCD1 == 4'b1001)
					begin
					BCD1 <= 0;
					if(BCD2 == 4'b1001)
						begin
						BCD2 <= 0;
						if(BCD3 == 4'b1001)
							begin
							BCD3 <= 0;
							LED <= 1;
							end
						else
							BCD3 <= BCD3 +1;
						end
					else
						BCD2 <= BCD2+1;
					end
				else
					begin
					BCD1 <= BCD1+1;
					end
			end
			else if (Pushbutton3 == 0) 
			begin
				if(BCD2 == 4'b1001)
					begin
					BCD2 <= 0;
					if(BCD3 == 4'b1001)
						begin
						BCD3 <= 0;
						LED <= 1;
						end
					else
						BCD3 <= BCD3 +1;
					end
				else
					begin
					BCD2 <= BCD2 +1;
					end
			end	
		end
	else
		begin 
			clock_count <= clock_count+1;
		end
end
endmodule
module seg7(bcd,leds);
input [3:0] bcd;
output reg [7:1] leds;
always@(bcd)
case(bcd)
0: leds = 7'b1000000;
1: leds = 7'b1111001;
2: leds = 7'b0100100;
3: leds = 7'b0110000;
4: leds = 7'b0011001;
5: leds = 7'b0010010;
6: leds = 7'b0000010;
7: leds = 7'b1111000;
8: leds = 7'b0000000;
9: leds = 7'b0010000;
default: leds = 7'b1000000;
endcase
endmodule
module bcd(Clock, Reset, Pushbutton1, Pushbutton2, Pushbutton3, Digit0, Digit1, Digit2, Digit3, LED);
input Reset, Clock;
input Pushbutton1, Pushbutton2, Pushbutton3;
output wire LED;
output wire[7:1] Digit0, Digit1, Digit2, Digit3;
wire [3:0] BCD1, BCD0, BCD2, BCD3;
BCDcount counter(Clock, Pushbutton1, Pushbutton2, Pushbutton3, Reset, BCD0, BCD1, BCD2, BCD3, LED);
seg7 seg0(BCD0, Digit0);
seg7 seg1(BCD1, Digit1);
seg7 seg2(BCD2, Digit2);
seg7 seg3(BCD3, Digit3);
endmodule

===== run.sh =====
#!/bin/bash
# OpenROAD 26Q1-2900-gdf79404cd8, Yosys 0.63+post, stock flow scripts
make -C /OpenROAD-flow-scripts/flow DESIGN_CONFIG=/design/flow/config.mk WORK_HOME=/design/flow/orfs finish

===== config.mk =====
export PLATFORM = sky130hd
export DESIGN_NAME = bcd
export DESIGN_NICKNAME = bcd
export VERILOG_FILES = /design/flow/design.v
export SDC_FILE = /design/flow/constraint.sdc
export NUM_CORES = 4
export LEC_CHECK = 1
export CORE_UTILIZATION = 30

===== constraint.sdc =====
current_design bcd

set clk_period 4.9
set clk_io_pct 0.2

create_clock -name clk0 -period $clk_period [get_ports {Clock}]

set non_clock_inputs [all_inputs -no_clocks]
set_input_delay [expr $clk_period * $clk_io_pct] -clock clk0 $non_clock_inputs
set_output_delay [expr $clk_period * $clk_io_pct] -clock clk0 [all_outputs]

==> run summary <==
Update from the flow run.

The post-synthesis instance total is approximately 400. For the pin with the worst max-slew slack, the measured transition is between 0.7 and 0.8 ns. STA lists the maximum fanout along the critical path as 7.

For this design, Yosys synthesis ends with a cell count of 401. The clock tree from TritonCTS is built. The worst flop-to-flop path endpoint is Digit2[4]. In this run the remaining antenna-violating nets after routing total 0. The run finished with clean final reports. Per the OpenROAD timing report, the critical path contains 9 cells. The largest net degree at the start of global routing is 26. In this run, post-CTS repair resized a total of 0 instances. Per the synth stats, the proportion of register bits with asynchronous set or reset is 0.

The number of antenna violations at the first check in global routing was 0. The highest-count logic cell in the final layout is sky130_fd_sc_hd__dfxtp_1. The signed area change from the synthesized netlist to the final layout is 21.32%. The critical path is of the in -> reg type.

The worst setup slack for register-to-register paths is 1.20 ns. 0 antenna diodes ended up in the layout. The tally of OpenROAD warnings is ~45. The post-route clock skew is 0.006869 ns. The synthesis stat section lists a flop and latch total of about 70.

The routed via count is between 2000 and 3000. The detail-routed via count per cell is 4.794. The final-report max-slew violation count is 0. The overall chip area is about 12000 µm².

Per the placement report, the placed cell count is around 570. Pin placement for this block handled 34 I/O pins. The number of enable flip-flop cells is 0. In this run the post-CTS setup repair buffer count came out at 0.

Headroom to the max-slew limit came out at 0.5000. The core region is around 12000 µm². Ranking logic cells in the layout by count gives the top entries 70 x sky130_fd_sc_hd__dfxtp_1, 64 x sky130_fd_sc_hd__nor2_1, 33 x sky130_fd_sc_hd__clkdlybuf4s50_1.

The area recorded from the Yosys report for this design is 3580 µm². Summed over all failing endpoints, the final setup total negative slack is 0 ns. The cell family with the largest share of critical-path delay is simple AND/OR/NAND/NOR gates. The routed design has 6.600 mm of wire. The sum of overflow across all layers after global routing is 0.

The portion of the clock cycle consumed by the worst path in the final layout is 0.7553. Per the log, the first TritonRoute iteration ended with a DRC count of ~140. The horizontal die size is approximately 110 µm. The count of placed standard cells in the final layout, fillers left out is 582.

The routed metal-1 wirelength is ~3.3 mm. The first global-routing pass estimated roughly 11 mm of wire. The HPWL after detailed placement is 4.618 mm. The count of clock tree sinks is 70. Per the timing report, the achievable frequency comes out to between 0.2 and 0.3 GHz. The via count of the first global-routing pass is 2475. The synthesized netlist occupies a cell area of approximately 3600 µm². Traced cell by cell, the critical path runs through clkdlybuf4s50_1 > nand2_1 > mux2_2 > or4_1 > mux2i_1 > or2_2 > ha_1 > or3_1 > a21oi_1. The detailed router reports a met2 wire length of roughly 2.9 mm. The clock network latency to the later pin of the worst-skew pair is approximately 0.32 ns. The number of hold buffers added after CTS was 0.

For this design the static power due to leakage is 1.642 nW. The primary flip-flop cell chosen by synthesis mapping is sky130_fd_sc_hd__dfxtp_1. The capture point of the critical path was reported as Digit2[4]. In the detailed route, the total length drawn on met3 is about 290 µm. The average wire length per cell after detail routing is between 10 and 15 µm.

Of the synthesized area, sequential elements account for 0.3915. The H-tree depth reported by CTS is 3. The maximum clock insertion buffer count is 2. Max-cap violations in this run came to 0. The die boundary height is 111.2 µm. The placement row count is 39.

Subtracting the final worst setup slack from the clock period gives around 3.7 ns. The total power draw is about 1.2 mW. The top layer used by detailed routing is met4. Per the post-run analysis, buffers plus inverters along the critical path come to 1. The global-route usage over all layers is 0.1095. Measured on the finished design, the core utilization comes to 0.3771. The floorplan utilization is 0.3108. The clock input transition at the sequential cells of the worst setup and hold paths is ~0.060 ns. STA classifies the critical path endpoint as a flop. The synthesized netlist contains a little over 50 unique library cells. Before antenna repair, the detailed router went through 21 iterations. For this run, the slowest stage of the critical path takes approximately 0.58 ns. The data required time reported for the critical path is 5.16 ns.

IR analysis of the VDD net gives a maximum drop of about 130 µV. CTS added clock buffers totalling 9. The clock tree root driver cell is sky130_fd_sc_hd__clkbuf_16. For this run, design rule violations remaining after detail routing come to 0.

Dividing total power by cell area gives a power density of 281.8 nW/µm². The source of the critical timing path is Pushbutton1. Per the final layout report, the fraction of cells sized above drive strength 1 comes to 0.08200.

The cell count of the worst reg-to-reg path is 8. STA classifies the critical path startpoint as a primary input. The count of final setup violators is 0. Setup repair after global routing left no endpoint under its margin.

The average cell area after synthesis is 8.927 µm². The cell with the biggest individual delay on the critical path is sky130_fd_sc_hd__or4_1. The number of buffer cells added on primary ports is 33.

The worst path arrival time is just under 4 ns. The synthesis report lists the Yosys warning total as 2. Per the gpl log, the routability congestion estimate is roughly 0.85.

In the final report, the number of hold violations comes to 0. The type of the worst min-delay path is reg -> reg. The launch instance of the worst register-to-register path is counter.clock_count[2].
==> final cells by class <==
| cell class | count | area [µm²] |
|---|---|---|
| clock inverter | 6 | 63.81 |
| tap | 143 | 178.9 |
| clock buffer | 9 | 225.2 |
| sequential | 70 | 1401 |
| fill | 1114 | 7173 |
| inverter | 22 | 82.58 |
| multi-input combinational | 296 | 2038 |
| timing repair buffer | 36 | 352.8 |
==> synthesized netlist by cell type, drive strengths merged, types with 5 or more instances <==
library cell   n  area share
clkbuf        11       0.012
mux2i         13       0.040
nand2         22       0.023
or2            6       0.011
nand3         13       0.018
inv           22       0.023
xor2          18       0.044
nor3          12       0.017
o21ai         13       0.018
nor4           6       0.015
nor2          64       0.067
nand4          8       0.014
a21oi         15       0.021
xnor2         11       0.027
mux2           5       0.016
dfxtp         70        0.39
ha            28       0.098
==> flip-flops by register name, indices dropped and copies added (netlist names) <==
register / flops
Digit0: 7
counter.LED: 1
Digit1: 7
Digit2: 7
counter.BCD1: 4
counter.BCD2: 4
counter.BCD3: 4
Digit3: 7
counter.BCD0: 4
counter.clock_count: 25
==> logic make-up after synthesis <==
logic type	synth area share
XOR/XNOR	0.07095
buffers and inverters	0.03915
flip-flops	0.3915
AND-OR/OR-AND	0.1010
adder cells (fa/ha/maj)	0.09787
AND/OR/NAND/NOR	0.2440
multiplexers	0.05557
==> stage by stage <==
step                      hold WS, ns  instance area [µm²]  setup slack [ns]
after global placement         0.4580                 4054            0.9693
after floorplan                0.4130                 3580             1.522
after detailed placement       0.4666                 4054            0.8886
after global routing           0.5175                 4343            0.9320
final                          0.4774                 4343             1.199
after CTS                      0.4829                 4343             1.205
==> per-layer routing <==
metal  GRT usage  vias up
met2      0.1675       45
met3     0.02620        4
li1            -     1456
met1      0.1613     1285
met5           0        -
met4     0.01712        0
==> worst min path at each step <==
stage / from / end / cells after the start
4_1_cts: counter.clock_count[0] / counter.clock_count[0] / 1
6_report: counter.clock_count[0] / counter.clock_count[0] / 1
5_1_grt: counter.clock_count[0] / counter.clock_count[0] / 1
==> where the power goes <==
part | internal, mW | leakage [nW] | total, mW | switching (mW)
clock | 0.390 | 0.137 | 0.628 | 0.239
combinational | 0.00833 | 0.940 | 0.0218 | 0.0135
sequential | 0.571 | 0.564 | 0.574 | 0.00217
total | 0.969 | 1.64 | 1.22 | 0.255
No activity file was given, so power comes from the tool's default toggle rates.
